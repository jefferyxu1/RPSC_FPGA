`design.v`:
```
module FF #(parameter initial_low = 0) (out, LA, in, reset, LA_Test, clk);
    input logic in, reset, LA_Test, clk;
    output logic out, LA;
    logic out_intermediate;
    assign LA = out | LA_Test;
    always_ff @(posedge clk) begin
        if (reset)
            out_intermediate <= ~in;
        else
            out_intermediate <= ~in;
    end
    logic reset_first_time;
    initial reset_first_time = 1'b0;
    generate
        if (initial_low) begin
            always_ff @(posedge clk) begin
                if (reset)
                    reset_first_time <= 1'b1;
                else 
                    reset_first_time <= reset_first_time;
            end
            assign out = reset_first_time ? out_intermediate : 1'b0;
        end
        else
            assign out = out_intermediate;
    endgenerate
endmodule
module RPSC_CARD11(clk, reset, reset_hold_error, LA_Test,
                    i4_FF33_G2_ON_PERM_IN,
                    i17_FF34_G2_ON_IN,
                    i23_FF35_DR_AMP_ON_PERM_IN,
                    i37_FF36_DR_AMP_ON_IN,
                    i43_FF37_RF_Reduced_Permitted_IN,
                    i57_FF38_RF_Permitted_IN,
                    i63_FF39_CA_Delay_IN,
                    o3_FF33_G2_ON_PERM_LA,
                    o19_FF34_G2_ON_LA,
                    o22_FF35_DR_AMP_ON_PERM_LA, 
                    o39_FF36_DR_AMP_ON_LA,
                    o42_FF37_RF_Reduced_Permitted_LA,
                    o59_FF38_RF_Permitted_LA,
                    o62_FF39_CA_Delay_LA);
input logic clk, reset, LA_Test, reset_hold_error,
                i4_FF33_G2_ON_PERM_IN,
                i17_FF34_G2_ON_IN,
                i23_FF35_DR_AMP_ON_PERM_IN,
                i37_FF36_DR_AMP_ON_IN,
                i43_FF37_RF_Reduced_Permitted_IN,
                i57_FF38_RF_Permitted_IN,
                i63_FF39_CA_Delay_IN;
output logic o3_FF33_G2_ON_PERM_LA,
                o19_FF34_G2_ON_LA,
                o22_FF35_DR_AMP_ON_PERM_LA, 
                o39_FF36_DR_AMP_ON_LA,
                o42_FF37_RF_Reduced_Permitted_LA,
                o59_FF38_RF_Permitted_LA,
                o62_FF39_CA_Delay_LA;
    FF #(.initial_low(1)) FF33 (
        .out(), 
        .LA(o3_FF33_G2_ON_PERM_LA), 
        .in(i4_FF33_G2_ON_PERM_IN), 
        .reset(reset_hold_error), 
        .LA_Test(LA_Test), 
        .clk(clk));
    FF FF34 (
        .out(), 
        .LA(o19_FF34_G2_ON_LA), 
        .in(i17_FF34_G2_ON_IN), 
        .reset(reset), 
        .LA_Test(LA_Test), 
        .clk(clk));
    FF #(.initial_low(1)) FF35 (
        .out(), 
        .LA(o22_FF35_DR_AMP_ON_PERM_LA), 
        .in(i23_FF35_DR_AMP_ON_PERM_IN), 
        .reset(reset_hold_error), 
        .LA_Test(LA_Test), 
        .clk(clk));
    FF FF36 (
        .out(), 
        .LA(o39_FF36_DR_AMP_ON_LA), 
        .in(i37_FF36_DR_AMP_ON_IN), 
        .reset(reset), 
        .LA_Test(LA_Test), 
        .clk(clk));
    FF FF37 (
        .out(), 
        .LA(o42_FF37_RF_Reduced_Permitted_LA), 
        .in(i43_FF37_RF_Reduced_Permitted_IN), 
        .reset(reset), 
        .LA_Test(LA_Test), 
        .clk(clk));
    FF FF38 (
        .out(), 
        .LA(o59_FF38_RF_Permitted_LA), 
        .in(i57_FF38_RF_Permitted_IN), 
        .reset(reset), 
        .LA_Test(LA_Test), 
        .clk(clk));
    FF FF39 (
        .out(), 
        .LA(o62_FF39_CA_Delay_LA), 
        .in(i63_FF39_CA_Delay_IN), 
        .reset(reset), 
        .LA_Test(LA_Test), 
        .clk(clk));
endmodule
```
`run.sh`:
```
#!/bin/bash
# OpenROAD 26Q1-2900-gdf79404cd8, Yosys 0.63+post, stock flow scripts
make -C /OpenROAD-flow-scripts/flow DESIGN_CONFIG=/design/flow/config.mk WORK_HOME=/design/flow/orfs finish
```
`config.mk`:
```
export PLATFORM = sky130hd
export DESIGN_NAME = RPSC_CARD11
export DESIGN_NICKNAME = RPSC_CARD11
export VERILOG_FILES = /design/flow/design.v
export SDC_FILE = /design/flow/constraint.sdc
export NUM_CORES = 4
export LEC_CHECK = 1
export CORE_AREA = 10 10 70 70
export DIE_AREA = 0 0 80 80
```
`constraint.sdc`:
```
current_design RPSC_CARD11

set clk_period 1.0
set clk_io_pct 0.2

create_clock -name clk0 -period $clk_period [get_ports {clk}]

set non_clock_inputs [all_inputs -no_clocks]
set_input_delay [expr $clk_period * $clk_io_pct] -clock clk0 $non_clock_inputs
set_output_delay [expr $clk_period * $clk_io_pct] -clock clk0 [all_outputs]
```
==> impl_metrics.csv <==
group,metric,value,unit
global_route,grt_antenna_before_repair,0,
layout,areaGrowthSynthToFinish,86.4,%
run,tool_warnings,28,
global_route,first_pass_grt_wire_length,1.07,mm
cts,quantity_of_hold_fixing_buffers_added_after_cts,0,
synth,total_standard_cell_area_after_synthesis,249,µm²
final_timing,final.period_utilization,126,%
final_timing,final-setup-viol-count,7,
synth,synth-area-yosys,249,µm²
pwr,ir_drop,0.000195,V
place,i_o_buffers,16,
place,place_area,467,µm²
synth,synthDominantAreaCellType,"sky130_fd_sc_hd__dfxtp_1",
final_timing,timing.hold.ws,425,ps
synth,top_area_share,56.3,%
synth,synth_adder_area_share,0,%
synth,mux_frac_synth,0,%
pwr,cellPowerDensity,1450,nW/µm²
drt,detail_route.antenna_diodes,0,
min_path,startpoint_of_the_tightest_hold_check_path,"i57_FF38_RF_Permitted_IN",
min_path,hold-path-cell-count,2,
final_timing,timing_max_transition_violations_final,0,
synth,synthesized_registers,8,
synth,postSynthAreaPerCell,10.8,µm²
layout,finalNonFillerCells,90,
floorplan,die.size.y,80,µm
worst_setup_path,critical_path_required,800,ps
min_path,holdPathEnd,"FF38.out_intermediate",
synth,xor_share,0,%
layout,fillerInstances,394,
drt,dr_total_vias,206,
cts,cts_inserted_buffers,3,
final_timing,layout_setup_ws,-257,ps
synth,yosys_warnings,2,
final_timing,rsz0062_at_grt,"yes",
synth,yosys_most_used_dff,"sky130_fd_sc_hd__dfxtp_1",
final_timing,fmax,795,MHz
pwr,power_leakage,0.208,nW
run_status,violations_in_the_final_reports,"negative setup slack",
drt,remaining_drc_errors,0,
layout,final_core_util,13.6,%
synth,synthTopCellsByArea,"sky130_fd_sc_hd__dfxtp_1 (56%), sky130_fd_sc_hd__or2_1 (13%), sky130_fd_sc_hd__edfxtp_1 (12%)",
synth,edf_count,1,
worst_setup_path,slowest_stage,"sky130_fd_sc_hd__edfxtp_1",
min_path,worst_hold_path_type,"input port to register",
global_route,number_of_global_route_vias_before_repair,234,
synth,synth_sequential_area_ratio,68.3,%
final_timing,finalWorstPathRequiredPeriod,1260,ps
cts,cts_num_sinks,8,
worst_setup_path,cp-start-kind,"register",
worst_setup_path,crit_path_max_fanout,2,
worst_setup_path,cp_data_arrival_time,1060,ps
pwr,total_power,673,µW
worst_setup_path,setup.worst_path.end_class,"primary output",
cts,cts_tree,"done",
drt,totalWireLength,703,µm
global_route,gr-total-overflow,0,
synth,synthSimpleGateAreaFrac,12.6,%
floorplan,core_area,3420,µm²
run,drv.max_cap_violation_count,0,
floorplan,core_util_floorplan,7.29,%
final_timing,setup_total_negative_slack,-630,ps
drt,detailedRoute.firstPassIterationCount,2,
run_status,status,"complete, but fails checks",
drt,initialDrtViolationCount,5,
synth,post_synthesis_async_set_or_reset_flop_share,0,%
layout,final_cell_area,464,µm²
cts,cts_buffer_depth,2,
synth,synth.logic.top_family,"simple AND/OR/NAND/NOR gates",
cts,clkTransAtPathRegs,50,ps
place,placed_cells,85,
final_timing,final-hold-violation-count,0,
drt,drtAntennaViolNets,0,
place,pre_cts_slack,-588,ps
drt,drt-wirelength-per-cell,7.81,µm
synth,post_synth_ao_oa_area_fraction,7.04,%
floorplan,fp.dieArea,6400,µm²
floorplan,fp.dieW,80,µm
worst_setup_path,path_class,"register to primary output",
worst_setup_path,cpPeakStageDelay,380,ps
place,routability_cong,0.745,
synth,synthDistinctLibCells,6,
synth,top_cells_by_count,"sky130_fd_sc_hd__dfxtp_1 (7), sky130_fd_sc_hd__inv_1 (7), sky130_fd_sc_hd__or2_1 (5)",
drt,routed_via_density,2.29,
global_route,pin_count_of_the_biggest_net_entering_global_routing,8,
synth,synthesis.instances,23,
synth,synth-cells-yosys,23,
floorplan,num_rows,21,
floorplan,num_io_pins,18,
cts,ctsHtreeMaxLevel,1,
global_route,global_route.usage.total,2.12,%
worst_setup_path,critical_path.cell_chain,"buf_4, a21o_2, buf_2",
layout,layout-drive-gt1-share,29.5,%
cts,clockRootBuffer,"sky130_fd_sc_hd__clkbuf_4",
## power breakdown
| part | internal, mW | switching [mW] | total (mW) |
|---|---|---|---|
| clock | 0.152 | 0.0996 | 0.252 |
| sequential | 0.344 | 0.00417 | 0.349 |
| combinational | 0.0535 | 0.0194 | 0.0729 |
| total | 0.550 | 0.123 | 0.673 |
## kinds of logic (layout without fill, tap and decap cells)
logic type      Yosys count  after routing
flops                     8              8
buf+inv                   7             28
simple gates              5              5
compound gates            2              2
other cells               1              1
## area by class of cell
type,count,area [µm²],area share (%)
repair buffers,17,131,28.3
well taps,46,57.6,12.4
flip-flops and latches,8,170,36.7
inverters,7,26.3,5.66
clock buffers,4,26.3,5.66
multi-input cells,8,52.6,11.3
## layout by cell type (no fill, tap or decap)
master	Yosys	layout
sky130_fd_sc_hd__inv_1	7	7
sky130_fd_sc_hd__or2_1	5	5
sky130_fd_sc_hd__buf_4	0	1
sky130_fd_sc_hd__clkbuf_1	0	1
sky130_fd_sc_hd__dlygate4sd2_1	0	1
sky130_fd_sc_hd__clkbuf_4	0	3
sky130_fd_sc_hd__clkdlybuf4s50_1	0	8
sky130_fd_sc_hd__dfxtp_1	7	7
sky130_fd_sc_hd__a21o_2	2	2
sky130_fd_sc_hd__edfxtp_1	1	1
sky130_fd_sc_hd__buf_2	0	7
sky130_fd_sc_hd__conb_1	1	1
## worst max-delay path by stage
stage	from	endpoint	slack, ps
CTS	FF35.reset_first_time	o3_FF33_G2_ON_PERM_LA	-270
global route	FF35.reset_first_time	o3_FF33_G2_ON_PERM_LA	-320
finish	FF35.reset_first_time	o3_FF33_G2_ON_PERM_LA	-260
## what timing repair did
action | in CTS | in global routing
resized | 22 | 0
pin swaps | 3 | 0
endpoints found under the setup margin | 7 | 7
buffers inserted | 1 | 0
## metal layers
layer  part of all wire [%]  track usage, %
met3                     21            2.27
met2                     35            2.73
met5                      0               0
met4                    5.1            1.23
met1                     38            2.02
## flip-flops by register name, summed over array words and instances, names as in the netlist
signal and cells:
FF33.out_intermediate 1, FF34.out_intermediate 1, FF35.out_intermediate 1, FF35.reset_first_time 1, FF36.out_intermediate 1, FF37.out_intermediate 1
FF38.out_intermediate 1, FF39.out_intermediate 1
## worst max-delay path, delay by kind of cell, from the launching register on
kind,cells,cell delay (ps)
DFF,1,380
buffers and inverters,2,250
AOI/OAI and AO/OA,1,180
No activity file was given, so power comes from the tool's default toggle rates.
