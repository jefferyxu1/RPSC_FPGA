==> ./design.v <==
`timescale 1ns / 1ps
module BaudRateGenerator  #(
    parameter CLOCK_RATE = 100000000,  
    parameter BAUD_RATE = 115200
)(
    input wire clk,  
    output reg rxClk,  
    output reg txClk  
);
parameter MAX_RATE_RX = CLOCK_RATE / (2 * BAUD_RATE * 16);  
parameter MAX_RATE_TX = CLOCK_RATE / (2 * BAUD_RATE);
parameter RX_CNT_WIDTH = $clog2(MAX_RATE_RX);
parameter TX_CNT_WIDTH = $clog2(MAX_RATE_TX);
reg [RX_CNT_WIDTH - 1:0] rxCounter = 0;
reg [TX_CNT_WIDTH - 1:0] txCounter = 0;
initial begin
    rxClk = 1'b0;
    txClk = 1'b0;
end
always @(posedge clk) begin
    if (rxCounter == MAX_RATE_RX[RX_CNT_WIDTH-1:0]) begin
        rxCounter <= 0;
        rxClk <= ~rxClk;
    end else begin
        rxCounter <= rxCounter + 1'b1;
    end
    if (txCounter == MAX_RATE_TX[TX_CNT_WIDTH-1:0]) begin
        txCounter <= 0;
        txClk <= ~txClk;
    end else begin
        txCounter <= txCounter + 1'b1;
    end
end
endmodule
`timescale 1ns / 1ps
module Uart8  #(
    parameter CLOCK_RATE = 100000000,  
    parameter BAUD_RATE = 115200
)(
    input wire clk,
    input wire [7:0] in,
    output wire tx
);
wire txDone;
reg txStart;
reg [15:0] count = 0;
wire rxClk;
wire txClk; 
reg txDone1;
always @(posedge clk) begin
    txDone1 <= txDone;
end
BaudRateGenerator #(
    .CLOCK_RATE(CLOCK_RATE),
    .BAUD_RATE(BAUD_RATE)
) generatorInst (
    .clk(clk),
    .rxClk(rxClk),
    .txClk(txClk)
);
always @(posedge txClk) begin
    count <= count + 1;
    if (count == 16'hFFFF) begin
        txStart <= 1;
    end else txStart <= 0;
end
Uart8Transmitter txInst (
    .clk(txClk),
    .en(1'b1),
    .start(txStart),
    .in(in),
    .out(tx),
    .done(txDone),
    .busy()
);
endmodule
`timescale 1ns / 1ps
module Uart8Transmitter (
    input  wire       clk,    
    input  wire       en,
    input  wire       start,  
    input  wire [7:0] in,     
    output reg        out,    
    output reg        done,   
    output reg        busy    
);
    reg [2:0] state  = 3'b001;
    reg [7:0] data   = 8'b0;  
    reg [2:0] bitIdx = 3'b0;  
    wire [2:0] idx;
    reg count = 0; 
    assign idx = bitIdx;
    always @(posedge clk) begin
        case (state)
            default     : begin
                state   <= 3'b010;
            end
            3'b010       : begin
                count <= 1'b0; 
                out     <= 1'b1;  
                done    <= 1'b0;
                busy    <= 1'b0;
                bitIdx  <= 3'b0;
                data    <= 8'b0;
                if (start & en) begin
                    data    <= in;  
                    state   <= 3'b011;
                end
            end
            3'b011  : begin
                if (count == 0) begin 
                    count <= 1'b1;
                    out <= 1'b0;
                end else begin
                    state   <= 3'b100;
                    out <= data[0];
                end
                busy    <= 1'b1;
            end
            3'b100  : begin  
                out     <= data[idx];
                if (&bitIdx) begin
                    bitIdx  <= 3'b0;
                    state   <= 3'b101;
                end else begin
                    bitIdx  <= bitIdx + 1'b1;
                end
            end
            3'b101   : begin  
                done    <= 1'b1;
                data    <= 8'b0;
                state   <= 3'b010;
            end
        endcase
    end
endmodule
==> ./run.sh <==
#!/bin/bash
# OpenROAD 26Q1-2900-gdf79404cd8, Yosys 0.63+post, stock flow scripts
make -C /OpenROAD-flow-scripts/flow DESIGN_CONFIG=/design/flow/config.mk WORK_HOME=/design/flow/orfs finish
==> ./config.mk <==
export PLATFORM = sky130hd
export DESIGN_NAME = Uart8
export DESIGN_NICKNAME = Uart8
export VERILOG_FILES = /design/flow/design.v
export SDC_FILE = /design/flow/constraint.sdc
export NUM_CORES = 4
export LEC_CHECK = 1
export CORE_UTILIZATION = 40
==> ./constraint.sdc <==
current_design Uart8

set clk_period 2.9
set clk_io_pct 0.2

create_clock -name clk0 -period $clk_period [get_ports {clk}]

set non_clock_inputs [all_inputs -no_clocks]
set_input_delay [expr $clk_period * $clk_io_pct] -clock clk0 $non_clock_inputs
set_output_delay [expr $clk_period * $clk_io_pct] -clock clk0 [all_outputs]
==> impl_metrics.yaml <==
# generated from flow reports
place:
  gp_congestion: 0.800
  dp_cells: 217
  place_area_um2: 1950
  hpwl_mm: 1.89
  port_buffers: 9
  post-place-ws_ps: 1430
timing:
  fmax_mhz: 670
  setup_tns_ps: 0
  maxSlewViolCount: 0
  untimed_endpoints: 50
  setup_viol: 0
  worstMarginPinSlew_ps: 416
  finalClockSkew_ps: 2.60
  rsz0062_at_grt: "false"
  period_needed_ps: 1490
  fin_ws_ps: 1410
  period_used_pct: 51.5
  hold_viol_final: 0
  unclocked_pins: 33
  max_slew_margin_pct: 72.2
worst_setup_path:
  path_cells: "inv_1, ha_1, nor4b_2, nand2_1, nor2_4"
  r2r-end: "generatorInst.txClk"
  required_ps: 2830
  r2r_start: "generatorInst.txCounter[0]"
  critPathKind: "flop to flop"
  arrival_ps: 1430
  critPathLaunchType: "flop"
  reg2reg_depth: 5
  reg2reg_slack_ps: 1410
  max_stage_delay_ps: 340
  crit_fanout: 5
  cp_slowest_cell: "dfxtp_1"
  end_kind: "flop"
die:
  design.portCount: 10
  rows: 24
  core-area_um2: 4320
  dieHeight_um: 69.0
  die_area_um2: 4760
  die_x_um: 69.0
  fp_util_pct: 41.6
synthesis:
  synth-main-ff-cell: "dfxtp_1"
  ys_cells: 156
  synth-simple-area-share_pct: 19.4
  xor_share_pct: 8.77
  topCellsByArea: "dfxtp_1, edfxtp_1, xnor2_1"
  ys_top_logic_family: "simple AND/OR/NAND/NOR gates"
  yosysUniqueCellTypes: 36
  yosys.stat.seqShare_pct: 57.4
  ys_area_um2: 1800
  syn_area_um2: 1800
  ys_sh_mux_pct: 3.20
  yosysWarnings: 3
  synth.avg_cell_area_um2: 11.5
  edf_count: 17
  synth_top_area_share_pct: 29.0
  ys.flops: 43
  synth_adder_area_share_pct: 3.48
  postSynthCellCount: 156
  async_flop_share_pct: 0
  top_area_cell: "dfxtp_1"
  synth-compound-area-share_pct: 5.85
finish:
  fill_cells: 389
  final_util_pct: 46.2
  layout-drive-gt1-share_pct: 6.51
  logic_area_um2: 731
  syn2layout_area_growth_pct: 11.3
  fin_cells: 221
  finalInstanceArea_um2: 2000
  layout_top_cell: "dfxtp_1"
  regArea_um2: 1030
  layout.cells.most_common_list: "dfxtp_1, edfxtp_1, nor2_1, xnor2_1, and2_1"
drt:
  wirelength_mm: 2.48
  drt_pre_antenna_iters: 4
  vias: 1106
  wl_per_cell_um: 11.2
  route.detailed.drc: 0
  num_antenna_cells: 0
  drtIter0Drc: 43
  routed_via_density: 5.00
  antenna_left: 0
power:
  power.internal_mw: 0.245
  sequentialPowerShare_pct: 46.9
  power_density_nw_per_um2: 149
  switching_share_pct: 17.8
  clkPwrFrac_pct: 49.6
  ir_drop_v: 0.000128
  p_comb_share_pct: 3.5
  p_leak_nw: 0.662
  switchingPower_mw: 0.0531
clocking:
  cts_resized: 0
  worstSkewPairLatency_ps: 230
  cts_root_buf: "clkbuf_8"
  cts_setup_buffers: 0
  cts_tree: "done"
  cts.htree.levels: 1
  clk_pin_slew_worst_paths_ps: 50
  hold_buffers: 0
  clock_path_buffers: 2
  cts_inserted_buffers: 3
hold_path:
  min_from: "generatorInst.txCounter[7]"
  whs_endpoint: "generatorInst.txCounter[7]"
  hold_class: "flop to flop"
  hold_depth: 1
flow_run:
  tool_warnings: 26
  maxCapViolCount: 0
status:
  outcome: "finished, final reports clean"
global_routing:
  grt_usage_pct: 11.6
  grt_max_degree: 35
  overflow: 0
  antenna_found_initial: 0
  grt_pass1_wl_mm: 4.57
  grt_pass1_vias: 1083
power by group through the flow:
stage,clock network (mW),logic (mW),registers [mW]
6_report,0.148,0.0105,0.140
5_1_grt,0.162,0.0114,0.139
4_1_cts,0.149,0.0107,0.140
registers in the layout (all words and copies together) (netlist names):
register / count
txInst.bitIdx: 3
txInst.out: 1
txInst.count: 1
generatorInst.txClk: 1
txStart: 1
count: 16
txInst.state: 3
txInst.data: 8
generatorInst.txCounter: 9
worst max-delay path, delay by kind of cell, from the launching register on:
kind / cells / cell delay [ps]
fa+ha+maj: 1 / 140
buf+inv: 1 / 70
flops: 1 / 340
simple gates: 3 / 660
Yosys cell counts (all sizes together), types with 2 or more instances:
library cell / number
xnor2: 12
a21oi: 3
nand3: 9
ha: 5
o21ai: 6
mux2i: 2
xor2: 6
edfxtp: 17
dfxtp: 26
and2: 11
o21ba: 2
nor2: 14
nand4: 5
and4: 2
nand2: 9
nor2b: 2
inv: 8
nor3: 3
how the worst max path moves through the flow:
| stage | from | endpoint | cells after the start | slack (ps) |
|---|---|---|---|---|
| 4_1_cts | generatorInst.txCounter[0] | generatorInst.txClk | 5 | 1400 |
| 5_1_grt | generatorInst.txCounter[0] | generatorInst.txClk | 5 | 1270 |
| 6_report | generatorInst.txCounter[0] | generatorInst.txClk | 5 | 1410 |
metrics by stage:
| stage | hold WS (ps) | power [mW] |
|---|---|---|
| after floorplan | 437 | 0.142 |
| after global placement | 455 | 0.153 |
| after detailed placement | 469 | 0.153 |
| after CTS | 480 | 0.300 |
| after global routing | 546 | 0.313 |
| final | 490 | 0.298 |
area by class of cell:
type | count | share of cell area [%]
multi-input combinational | 104 | 36.5
sequential | 43 | 51.6
clock buffer | 4 | 2.25
tap | 52 | 3.25
timing repair buffer | 10 | 4.88
inverter | 8 | 1.50
kinds of logic after synthesis:
family                   count (synthesis)
AND-OR/OR-AND                           16
flip-flops                              43
buffers and inverters                    9
XOR/XNOR                                18
adder cells (fa/ha/maj)                  5
multiplexers                             4
AND/OR/NAND/NOR                         61
layer usage:
metal / GRT usage, % / routed length [um] / share of wire (%)
met4: 0.454 / 12 / 0.48
met1: 19.1 / 1250 / 50
met2: 18.4 / 1160 / 47
met5: 0 / 0 / 0
met3: 1.48 / 56 / 2.3
Power is estimated from default activity; no workload was simulated.
