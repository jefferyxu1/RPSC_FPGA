[config.mk]
export PLATFORM = sky130hd
export DESIGN_NAME = RPSC_CARD10
export DESIGN_NICKNAME = RPSC_CARD10
export VERILOG_FILES = /design/flow/design.v
export SDC_FILE = /design/flow/constraint.sdc
export NUM_CORES = 4
export LEC_CHECK = 1
export CORE_AREA = 10 10 70 70
export DIE_AREA = 0 0 80 80
[design.v]
module FF #(parameter initial_low = 0) (out, LA, in, reset, LA_Test, clk);
    input logic in, reset, LA_Test, clk;
    output logic out, LA;
    logic out_intermediate;
    assign LA = out | LA_Test;
    always_ff @(posedge clk) begin
        if (reset)
            out_intermediate <= ~in;
        else
            out_intermediate <= ~in;
    end
    logic reset_first_time;
    initial reset_first_time = 1'b0;
    generate
        if (initial_low) begin
            always_ff @(posedge clk) begin
                if (reset)
                    reset_first_time <= 1'b1;
                else 
                    reset_first_time <= reset_first_time;
            end
            assign out = reset_first_time ? out_intermediate : 1'b0;
        end
        else
            assign out = out_intermediate;
    endgenerate
endmodule
module RPSC_CARD10(clk, reset, reset_hold_error, LA_Test,
                    i4_FF25_FAN_ON_PERM_IN,
                    i17_FF26_FAN_ON_IN,
                    i23_FF27_CA_ON_PERM_IN,
                    i37_FF28_CA_ON_IN,
                    i43_FF29_G1_ON_PERM_IN,
                    i57_FF30_G1_ON_IN,
                    i63_FF31_Anode_ON_PERM_IN,
                    i76_FF32_Anode_ON_IN,
                    o3_FF25_FAN_ON_PERM_LA,
                    o19_FF26_FAN_ON_LA, o14_FF26_FAN_ON_EP1_39,
                    o22_FF27_CA_ON_PERM_LA, 
                    o39_FF28_CA_ON_LA, o34_FF28_CA_ON_EP1_40,
                    o42_FF29_G1_ON_PERM_LA,
                    o59_FF30_G1_ON_LA,
                    o62_FF31_Anode_ON_PERM_LA,
                    o78_FF32_Anode_ON_LA);
    input logic clk, reset, reset_hold_error, LA_Test,
            i4_FF25_FAN_ON_PERM_IN,
            i17_FF26_FAN_ON_IN,
            i23_FF27_CA_ON_PERM_IN,
            i37_FF28_CA_ON_IN,
            i43_FF29_G1_ON_PERM_IN,
            i57_FF30_G1_ON_IN,
            i63_FF31_Anode_ON_PERM_IN,
            i76_FF32_Anode_ON_IN;
    output logic o3_FF25_FAN_ON_PERM_LA,
                 o19_FF26_FAN_ON_LA, o14_FF26_FAN_ON_EP1_39,
                 o22_FF27_CA_ON_PERM_LA, 
                 o39_FF28_CA_ON_LA, o34_FF28_CA_ON_EP1_40,
                 o42_FF29_G1_ON_PERM_LA,
                 o59_FF30_G1_ON_LA,
                 o62_FF31_Anode_ON_PERM_LA,
                 o78_FF32_Anode_ON_LA;
    FF #(.initial_low(1)) FF25 (
        .out(), 
        .LA(o3_FF25_FAN_ON_PERM_LA), 
        .in(i4_FF25_FAN_ON_PERM_IN), 
        .reset(reset_hold_error), 
        .LA_Test(LA_Test), 
        .clk(clk));
    FF FF26 (
        .out(o14_FF26_FAN_ON_EP1_39), 
        .LA(o19_FF26_FAN_ON_LA), 
        .in(i17_FF26_FAN_ON_IN), 
        .reset(reset), 
        .LA_Test(LA_Test), 
        .clk(clk));
    FF #(.initial_low(1)) FF27 (
        .out(), 
        .LA(o22_FF27_CA_ON_PERM_LA), 
        .in(i23_FF27_CA_ON_PERM_IN), 
        .reset(reset_hold_error), 
        .LA_Test(LA_Test), 
        .clk(clk));
    FF FF28 (
        .out(o34_FF28_CA_ON_EP1_40), 
        .LA(o39_FF28_CA_ON_LA), 
        .in(i37_FF28_CA_ON_IN), 
        .reset(reset), 
        .LA_Test(LA_Test), 
        .clk(clk));
    FF #(.initial_low(1)) FF29 (
        .out(), 
        .LA(o42_FF29_G1_ON_PERM_LA), 
        .in(i43_FF29_G1_ON_PERM_IN), 
        .reset(reset_hold_error), 
        .LA_Test(LA_Test), 
        .clk(clk));
    FF FF30 (
        .out(), 
        .LA(o59_FF30_G1_ON_LA), 
        .in(i57_FF30_G1_ON_IN), 
        .reset(reset), 
        .LA_Test(LA_Test), 
        .clk(clk));
    FF #(.initial_low(1)) FF31 (
        .out(), 
        .LA(o62_FF31_Anode_ON_PERM_LA), 
        .in(i63_FF31_Anode_ON_PERM_IN), 
        .reset(reset_hold_error), 
        .LA_Test(LA_Test), 
        .clk(clk));
    FF FF32 (
        .out(), 
        .LA(o78_FF32_Anode_ON_LA), 
        .in(i76_FF32_Anode_ON_IN), 
        .reset(reset), 
        .LA_Test(LA_Test), 
        .clk(clk));
endmodule
[constraint.sdc]
current_design RPSC_CARD10

set clk_period 1.1
set clk_io_pct 0.2

create_clock -name clk0 -period $clk_period [get_ports {clk}]

set non_clock_inputs [all_inputs -no_clocks]
set_input_delay [expr $clk_period * $clk_io_pct] -clock clk0 $non_clock_inputs
set_output_delay [expr $clk_period * $clk_io_pct] -clock clk0 [all_outputs]
[run.sh]
#!/bin/bash
# OpenROAD 26Q1-2900-gdf79404cd8, Yosys 0.63+post, stock flow scripts
make -C /OpenROAD-flow-scripts/flow DESIGN_CONFIG=/design/flow/config.mk WORK_HOME=/design/flow/orfs finish
==> summary.txt <==
Status: complete, but fails checks
Failing checks: negative setup slack
Tot GR Track Use: 2.58%
Crit path DRT: 880 ps
Hold Fails Final Rpt: 0
Placer Congestion: 0.684
# port buffers: 20
CTS clk-pin slew, worst paths: 60 ps
Worst min-delay path class: in -> reg
Yosys Warn Count: 2
Number of global-route vias before repair: 274
Synthesized cell area: 284 sq um
Pin count of the biggest net entering global routing: 9
CP max FO: 3
Final Util: 16.2%
Final worst slack: -223 ps
EDFF count, synth: 1
Cycle use final: 120%
Yosys stat area: 284 sq um
Arr. time, crit path: 1100 ps
Top cells by area: dfxtp_1 56%, a21o_2 12%, edfxtp_1 11%
Shortest period the worst path allows: 1320 ps
Max Cap Viol: 0
Leak pwr: 0.255 nW
Clock buffer depth: 2
Achievable Freq: 756 MHz
Area leader share: 56.4%
Setup_tns: -815 ps
Drt drc: 0
# Cells Yosys: 26
Max-slew violations: 0
GR Overflow Total: 0
Antenna violations before repair: 0
Via density per instance: 2.41
Hpwl dp: 698 microns
First-pass GRT wire length: 1.31 mm
Std cell rows: 21
Via count: 236
Log Warnings: 28
Top_reg_cell synth: dfxtp_1
RSZ-0062 raised after global routing: yes
Cell Pwr Density: 1260 mW/mm^2
Core Region: 0.00342 sq mm
Seq share, synth: 67.0%
Die Size: 0.00640 sq mm
Post-route insts no fill: 98
Die width: 80 microns
CTS tree: done
Synth cell count leaders: 8 x dfxtp_1, 8 x inv_1, 4 x a21o_2, 4 x or2_1
Yosys cell types: 6
Final wirelength: 790 microns
Dpl cells: 92
Post-DRT Antenna Nets: 0
Initial Util: 8.32%
Mapped Cells: 26
Drt initial violations: 0
Area Overhead vs Synth: 94.3%
CP startpoint kind: flop
Die Span Y: 80 microns
Clock sink total: 9
CTS Root Cell: clkbuf_4
Routed wire per std cell: 8.06 microns
Share of post-route cells with drive strength above 1: 38.5%
I/O pins: 22
CTS Buf Count: 3
Final count of negative-setup-slack endpoints: 6
Worst vdd ir: 188 uV
Mean Syn Cell Area: 10.9 sq um
H-tree depth: 1
DRT Pass-1 Iters: 1
Cell taking the most area after synthesis: dfxtp_1
Asr flop ratio synth: 0%
Crit Path Class: reg -> out
Synth flops: 9
Antenna Diode Count: 0
CP endpoint kind: output pin
-- per-stage QoR --
stage	area, sq um	power (mW)	hold slack, ps	setup slack [ps]
floorplan	284	0.379	277	282
global placement	542	0.465	694	-574
detailed placement	542	0.466	690	-582
CTS	544	0.706	421	-241
global route	552	0.745	432	-280
finish	552	0.694	431	-223
-- logic make-up (layout without fill, tap and decap cells) --
group | after synthesis | in the layout | share of synthesized area, %
buf+inv | 8 | 34 | 10.6
flops | 9 | 9 | 67.0
other cells | 1 | 1 | 1.32
compound gates | 4 | 4 | 12.3
simple gates | 4 | 4 | 8.81
-- layout make-up --
cell class	count	area, sq um
multi-input cells	9	63.8
flip-flops and latches	9	193
well taps	46	57.6
clock buffers	4	26.3
inverters	8	30.0
fillers	393	2860
repair buffers	22	181
-- layer usage --
layer | global-route usage (%) | routed length (microns) | vias up
li1 | - | - | 125
met5 | 0 | 0 | -
met1 | 2.22 | 237 | 104
met3 | 1.14 | 38 | 4
met4 | 0.704 | 14 | 0
met2 | 5.14 | 500 | 3
-- where the power goes --
| part | total, mW | switching, mW | internal, mW |
|---|---|---|---|
| Clock | 0.247 | 0.108 | 0.139 |
| Sequential | 0.359 | 0.00725 | 0.352 |
| Combinational | 0.0878 | 0.0200 | 0.0678 |
| Total | 0.694 | 0.135 | 0.559 |
-- state kept, by name (all words and copies together), names as in the netlist --
| signal | cells |
|---|---|
| FF27.out_intermediate | 1 |
| FF28.out_intermediate | 1 |
| FF25.out_intermediate | 1 |
| FF29.out_intermediate | 1 |
| FF32.out_intermediate | 1 |
| FF26.out_intermediate | 1 |
| FF30.out_intermediate | 1 |
| FF31.out_intermediate | 1 |
| FF31.reset_first_time | 1 |
-- cell usage in the layout, fill, tap and decap left out --
cell type and n:
dfxtp_1 6, conb_1 1, dfxtp_2 2, dlygate4sd2_1 2
a21o_2 4, inv_1 8, buf_6 2, clkbuf_1 1
buf_2 8, clkdlybuf4s50_1 9, clkdlybuf4s15_2 1, edfxtp_1 1
clkbuf_4 3, or2_1 4
-- path summary, 6_finish.rpt --
path / startpoint / end / cells past startpoint
max: FF31.reset_first_time / o3_FF25_FAN_ON_PERM_LA / 3
min: i57_FF30_G1_ON_IN / FF30.out_intermediate / 2
-- worst max-delay path, cell delays in order, from the launching register on --
cell and delay [ps]:
edfxtp_1 430, buf_6 140, a21o_2 170, buf_2 110
-- repair_timing --
action | CTS | global route
hold buffers | 0 | 0
buffers inserted | 2 | 0
cloned | 0 | 0
setup endpoints to repair | 10 | 8
pin swaps | 4 | 4
gates resized | 31 | 2
Power and IR drop assume default switching activity.
